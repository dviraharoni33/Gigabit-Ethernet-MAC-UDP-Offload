File: flow/design.v
module crc32_eth
  (
    input wire clk,
    input wire rst_n,
    input wire clear,
    input wire enable, 
    input wire [7:0] data_in,
    input wire [31:0] crc_out
  );
  reg [31:0] crc_reg;
  reg [31:0] crc_next;
  integer i;
  assign crc_out = 
    ~{crc_reg[0], crc_reg[1], crc_reg[2], crc_reg[3],
      crc_reg[4], crc_reg[5], crc_reg[6], crc_reg[7],
      crc_reg[8], crc_reg[9], crc_reg[10], crc_reg[11],
      crc_reg[12], crc_reg[13], crc_reg[14], crc_reg[15],
      crc_reg[16], crc_reg[17], crc_reg[18], crc_reg[19],
      crc_reg[20], crc_reg[21], crc_reg[22], crc_reg[23],
      crc_reg[24], crc_reg[25], crc_reg[26], crc_reg[27],
      crc_reg[28], crc_reg[29], crc_reg[30], crc_reg[31]};
  always @(posedge clk or negedge rst_n) begin
    if (!rst_n)      crc_reg <= 32'hFFFFFFFF;
    else if (clear)  crc_reg <= 32'hFFFFFFFF;
    else if (enable) crc_reg <= crc_next;
      end 
  always @(*) begin
    crc_next = crc_reg;
    for (i = 0; i<8; i = i+1) begin
      if (data_in[i] ^ crc_next[31])
        crc_next = {crc_next[30:0], 1'b0} ^ 32'h04C11DB7;
      else
        crc_next = {crc_next[30:0], 1'b0};
    end
  end
endmodule
module rgmii_rx
  (
    input wire rst_n,
    input wire rgmii_rxc,
    input wire [3:0] rgmii_rxd,
    input wire rgmii_rx_ctl,
    output wire [7:0] gmii_rxd_out,
    output wire gmii_dv_out,
    output wire gmii_er_out
  );
  reg [3:0] data_lo;
  reg [3:0] data_hi;
  reg ctl_rise;
  reg ctl_fall;
  always @(posedge rgmii_rxc or negedge rst_n) begin
    if (!rst_n) begin
      data_lo <= 4'd0;
      ctl_rise <= 1'b0;
    end else begin
      data_lo <= rgmii_rxd;
      ctl_rise <= rgmii_rx_ctl;
    end
  end
  always @(negedge rgmii_rxc or negedge rst_n) begin
    if (!rst_n) begin
      data_hi <= 4'd0;
      ctl_fall <= 1'b0;
    end else begin
      data_hi <= rgmii_rxd;
      ctl_fall <= rgmii_rx_ctl;
    end
  end
  reg [7:0] rxd_reg;
  reg dv_reg;
  reg er_reg;
  always @(posedge rgmii_rxc or negedge rst_n) begin
    if (!rst_n) begin
      rxd_reg <= 8'd0;
      dv_reg <= 1'b0;
      er_reg <= 1'b0;
    end else begin
      rxd_reg <= {data_hi, data_lo};
      dv_reg <= ctl_rise;
      er_reg <= ctl_rise ^ ctl_fall;
    end
  end
  assign gmii_rxd_out = rxd_reg;
  assign gmii_dv_out = dv_reg;
  assign gmii_er_out = er_reg;
endmodule
module eth_mac_rx 
  (
    input wire clk,
    input wire rst_n,
    input wire [7:0] gmii_rxd,
    input wire gmii_dv,
    input wire gmii_er,
    output reg [7:0] rx_data,
    output reg rx_valid,
    output reg rx_sof,
    output reg rx_eof,
    output reg rx_error
  );
  localparam STATE_IDLE = 3'd0;
  localparam STATE_PREAMBLE = 3'd1;
  localparam STATE_SFD = 3'd2;
  localparam STATE_DATA = 3'd3;
  localparam STATE_CHECK_CRC = 3'd4;
  reg [2:0] state;
  reg [2:0] next_state;
  wire [31:0] crc_result;
  reg crc_clear;
  reg crc_enable;
  always @(posedge clk or negedge rst_n) begin
    if (!rst_n) begin
      state <= STATE_IDLE;
    end else begin
      state <= next_state;
    end
  end
  always @(*) begin
    next_state = state;
    case (state)
      STATE_IDLE: begin
        if (gmii_dv && !gmii_er) begin
          next_state = STATE_PREAMBLE;
        end
      end
      STATE_PREAMBLE: begin
        if (!gmii_dv) begin
          next_state = STATE_IDLE;
        end else if (gmii_rxd == 8'hD5) begin
          next_state = STATE_SFD;
        end
      end
      STATE_SFD: begin
        next_state = STATE_DATA;
      end
      STATE_DATA: begin
        if (!gmii_dv) begin
          next_state = STATE_CHECK_CRC;
        end
      end
      STATE_CHECK_CRC: begin
        next_state = STATE_IDLE;
      end
    endcase
  end
  crc32_eth crc_instance (
    .clk (clk),
    .rst_n (rst_n),
    .clear (crc_clear),
    .enable (crc_enable),
    .data_in (gmii_rxd),
    .crc_out (crc_result)
  );
  always @(posedge clk or negedge rst_n) begin
    if (!rst_n) begin
      rx_valid <= 0;
      rx_data <= 0;
      rx_sof <= 0;
      rx_eof <= 0;
      rx_error <= 0;
      crc_clear <= 1;
      crc_enable <= 0;
    end else begin
      rx_sof <= 0;
      rx_eof <= 0;
      rx_error <= 0;
      case (state)
        STATE_IDLE: begin
          crc_clear <= 1;
          rx_valid <= 0;
        end
        STATE_PREAMBLE: begin
          crc_clear <= 0;
        end
        STATE_SFD: begin
          crc_enable <= 1;
        end
        STATE_DATA: begin
          rx_valid <= 1;
          rx_data <= gmii_rxd;
          crc_enable <= 1;
          if (rx_valid == 0) begin 
            rx_sof <= 1;
          end 
        end
        STATE_CHECK_CRC: begin
          crc_enable <= 0; 
          rx_valid <= 0;
          rx_eof <= 1;
          if(crc_result != 32'hC704DD7B) begin
            rx_error <= 1;
          end
        end
      endcase
    end
  end
endmodule
module crc32_gen 
  (
   input wire clk,
    input wire rst_n,
    input wire init,
    input wire calc,
    input wire [7:0] data_in,
    output wire [31:0] crc_out
  );
  reg [31:0] crc_reg;
  reg [31:0] crc_next;
  integer i;
  always @(*) begin
    crc_next = crc_reg;
    for (i = 0; i < 8; i = i + 1) begin
      if (data_in[i] ^ crc_next[31]) begin
        crc_next = {crc_next[30:0], 1'b0} ^ 32'h04C11DB7;
      end else begin
        crc_next = {crc_next[30:0], 1'b0};
      end
    end
  end
  always @(posedge clk or negedge rst_n) begin
    if (!rst_n) begin
      crc_reg <= 32'hFFFFFFFF;
    end else if (init) begin
      crc_reg <= 32'hFFFFFFFF;
    end else if (calc) begin
      crc_reg <= crc_next;
    end
  end
  assign crc_out = 
    ~{crc_reg[0], crc_reg[1], crc_reg[2], crc_reg[3],
      crc_reg[4], crc_reg[5], crc_reg[6], crc_reg[7],
      crc_reg[8], crc_reg[9], crc_reg[10], crc_reg[11],
      crc_reg[12], crc_reg[13], crc_reg[14], crc_reg[15],
      crc_reg[16], crc_reg[17], crc_reg[18], crc_reg[19],
      crc_reg[20], crc_reg[21], crc_reg[22], crc_reg[23],
      crc_reg[24], crc_reg[25], crc_reg[26], crc_reg[27],
      crc_reg[28], crc_reg[29], crc_reg[30], crc_reg[31]};
endmodule
module rgmii_tx 
   (
    input wire clk,
    input wire rst_n,
    input wire [7:0] gmii_txd,
    input wire gmii_tx_en,
    output wire [3:0] rgmii_txd,
    output wire rgmii_tx_ctl,
    output wire rgmii_txc
   );
  assign rgmii_txc = clk;
  assign rgmii_txd = (clk) ? gmii_txd[3:0] : gmii_txd[7:4];
  assign rgmii_tx_ctl = gmii_tx_en;
endmodule
module eth_mac_tx
  (
    input wire clk,
    input wire rst_n,
    input wire tx_start,
    input wire [7:0] tx_data,
    input wire [15:0] tx_len,
    output reg tx_busy,
    output reg tx_done,
    output reg [7:0] gmii_txd,
    output reg gmii_tx_en
  );
  typedef enum logic [2:0] 
  {
    IDLE, 
    PREAMBLE,
    SFD,
    DATA,
    CRC
  } state_t;
  state_t state;
  reg [15:0] byte_cnt;
  reg crc_init;
  reg crc_calc;
  wire [31:0] crc_result;
  crc32_gen crc_inst (
    .clk (clk),
    .rst_n (rst_n),
    .init (crc_init),
    .calc (crc_calc),
    .data_in (tx_data),
    .crc_out (crc_result)
  );
  always @(posedge clk or negedge rst_n) begin 
    if (!rst_n) begin
      state <= IDLE;
      gmii_tx_en <= 0;
      gmii_txd <= 0;
      tx_busy <= 0;
      tx_done <= 0;
      crc_init <= 0;
      crc_calc <= 0;
      byte_cnt <= 0;
    end else begin 
      crc_init <= 0;
      crc_calc <= 0;
      tx_done <= 0;
      case (state)
        IDLE: begin
          gmii_tx_en <= 0;
          tx_busy <= 0;
          if (tx_start) begin
            state <= PREAMBLE;
            byte_cnt <= 0;
            tx_busy <= 1;
            crc_init <= 1;
          end
        end
        PREAMBLE: begin
          gmii_tx_en <= 1;
          gmii_txd <= 8'h55;
          byte_cnt <= byte_cnt + 1;
          if (byte_cnt == 6) begin
            state <= SFD;
          end
        end
        SFD: begin
          gmii_txd <= 8'hD5;
          state <= DATA;
          byte_cnt <= 0;
        end
        DATA: begin
          gmii_txd <= tx_data;
          crc_calc <= 1;
          byte_cnt <= byte_cnt + 1;
          if (byte_cnt == tx_len - 1) begin
            state <= CRC;
            byte_cnt <= 0;
          end
        end
        CRC: begin
          case (byte_cnt)
            0: gmii_txd <= crc_result [7:0];
            1: gmii_txd <= crc_result [15:8];
            2: gmii_txd <= crc_result [23:16];
            3: gmii_txd <= crc_result [31:24];
          endcase
         byte_cnt <= byte_cnt + 1;
          if (byte_cnt == 3) begin
            state <= IDLE;
            tx_done <= 1;
            gmii_tx_en <= 0;
          end
        end
      endcase
    end
  end
endmodule
`timescale 1ns / 1ps
module ethernet_top 
  (
    input wire rst_n,
    input wire rgmii_rxc,
    input wire [3:0] rgmii_rxd,
    input wire rgmii_rx_ctl,
    output wire [7:0] rx_data,
    output wire rx_valid,
    output wire rx_sof,
    output wire rx_eof,
    output wire rx_error,
    input wire clk_125m,
    input wire tx_start,
    input wire [7:0] tx_data,
    input wire [15:0] tx_len,
    output wire tx_busy,
    output wire tx_done,
    output wire rgmii_txc,
    output wire [3:0] rgmii_txd,
    output wire rgmii_tx_ctl
  );
  wire [7:0] internal_data;
  wire internal_dv;
  wire internal_er;
  wire [7:0] tx_mac_data;
  wire tx_mac_en;
  rgmii_rx rgmii_inst (
    .rst_n (rst_n),
    .rgmii_rxc (rgmii_rxc),
    .rgmii_rxd (rgmii_rxd),
    .rgmii_rx_ctl (rgmii_rx_ctl),
    .gmii_rxd_out (internal_data),
    .gmii_dv_out (internal_dv),
    .gmii_er_out (internal_er)
  );
  eth_mac_rx mac_inst (
    .clk (rgmii_rxc),
    .rst_n (rst_n),
    .gmii_rxd (internal_data),
    .gmii_dv (internal_dv),
    .gmii_er (internal_er),
    .rx_data (rx_data),
    .rx_valid (rx_valid),
    .rx_sof (rx_sof),
    .rx_eof (rx_eof),
    .rx_error (rx_error)
  );
  eth_mac_tx mac_tx_inst (
    .clk (clk_125m),
    .rst_n (rst_n),
    .tx_start (tx_start),
    .tx_data (tx_data),
    .tx_len (tx_len),
    .tx_busy (tx_busy),
    .tx_done (tx_done),
    .gmii_txd (tx_mac_data),
    .gmii_tx_en (tx_mac_en)
  );
  rgmii_tx rgmii_tx_inst (
    .clk (clk_125m),
    .rst_n (rst_n),
    .gmii_txd (tx_mac_data),
    .gmii_tx_en (tx_mac_en),
    .rgmii_txd (rgmii_txd),
    .rgmii_tx_ctl (rgmii_tx_ctl),
    .rgmii_txc (rgmii_txc)
  );
endmodule
File: flow/constraint.sdc
current_design ethernet_top

set clk_period 4.4
set clk_io_pct 0.2

create_clock -name clk0 -period $clk_period [get_ports {clk_125m}]
create_clock -name clk1 -period $clk_period [get_ports {rgmii_rxc}]

set non_clock_inputs [all_inputs -no_clocks]
set_input_delay [expr $clk_period * $clk_io_pct] -clock clk0 $non_clock_inputs
set_output_delay [expr $clk_period * $clk_io_pct] -clock clk0 [all_outputs]
File: flow/run.sh
#!/bin/bash
# OpenROAD 26Q1-2900-gdf79404cd8, Yosys 0.63+post, stock flow scripts
make -C /OpenROAD-flow-scripts/flow DESIGN_CONFIG=/design/flow/config.mk WORK_HOME=/design/flow/orfs finish
File: flow/config.mk
export PLATFORM = sky130hd
export DESIGN_NAME = ethernet_top
export DESIGN_NICKNAME = ethernet_top
export VERILOG_FILES = /design/flow/design.v
export SDC_FILE = /design/flow/constraint.sdc
export NUM_CORES = 4
export LEC_CHECK = 1
export CORE_UTILIZATION = 50
==> CHANGELOG.md <==
### Metrics

- IO Pins: 53
- Register area share after synthesis: 45.3%
- Crit path capture type: output pin
- Max VDD drop: 0.288 mV
- Layout cells sized above 1: 23.5%
- Slew margin rel.: 42.8%
- Max-area cell share: 22.7%
- CTS tree: done
- Die Ht: 126 um
- Cells after synthesis: 782
- Initial antenna violation count: 0
- Unique masters post-synth: 63
- Ys cells: 782
- Vias per inst: 5.53
- Die Size: 0.0160 mm^2
- Hold WC Path Type: reg2reg
- Port Buffers: 51
- RSZ-0062 raised after global routing: no
- Synth Cell Area: 0.00775 mm^2
- Final Hold Violation Tally: 0
- Routability Congestion: 0.875
- Iter 0 DRT Violations: 304
- Number of routed nets with antenna violations: 0
- Startpoint types: clock port
- Max cap viols: 0
- Final Max Slew Viols: 0
- Fin worst setup slack: 0.282 ns
- Global routing usage on met1: 36.6%
- Syn_area_per_cell: 9.91 um^2
- OpenROAD warning count: 39
- Core footprint: 0.0151 mm^2
- DRC viols: 0
- Synth warn: 5
- Overall Power: 3520 uW
- # rows: 45
- Chip Width: 126 um
- Global route overflow: 0
- Hold buffers post-CTS: 0
- Cell taking the most area after synthesis: dfstp_2
- Drt total wl: 17.6 mm
- Routing usage on met2: 37.9%
- Final-report setup violation count: 0
- Post-CTS Setup Inserts: 0
- Routed length per instance: 17.0 um
- Syn-to-layout area delta: 17.5%
- Total GRT Usage: 24.4%
- Area reported by Yosys stat: 0.00775 mm^2
- Clock transition at path regs: 0.06 ns
- Skew final: 0.0113 ns
- GR Util met3: 5.11%
- Crit path DRT: 3.52 ns
- Largest net degree at the start of global routing: 65
- CP Class: clk2out
- Ys flops: 137
- Busiest layer in global routing: met2
- Number of global-route vias before repair: 5755
- Pwr Density: 386 mW/mm^2
- P_leak: 0.00376 uW
- Number of enable flip-flop cells: 0
- Fin Setup TNS: 0 ns
- Detailed-route via count: 5726
- PostCTS Resize Cnt: 0
- First-pass GRT wire length: 29.6 mm
- CP Data Arrival Time: 3.24 ns
- Place WS: 0.265 ns
- CP Max Fanout: 4
- Cell area leaders: dfstp_2 23%, dfrtp_1 21%, xnor2_1 12%
- HPWL Detailed: 12.0 mm
- Pre-Place Util: 51.2%
- Least-Margin Pin Slew: 0.852 ns
- Status: complete, no violations
- DRT Pass-1 Iters: 5
- Ys async rst share: 100%
- Inserted Diodes: 0
- Top FF cell, synth: dfstp_2
[cells in the mapped netlist (5+ instances only)]
cell type / count
xnor2_1: 108
nor2_1: 97
dfstp_2: 67
a21oi_1: 66
dfrtp_1: 65
xor2_1: 63
or2_2: 56
clkbuf_1: 31
nand2_1: 22
inv_1: 18
o21ai_0: 17
o22ai_1: 16
mux2_2: 12
nor2b_1: 11
nor3_1: 11
a211o_1: 9
nor4_1: 9
nand4_1: 8
nand2b_1: 6
dfrtn_1: 5
ha_1: 5
nand3_1: 5
o221ai_1: 5
[logic make-up after synthesis]
family / Yosys count / share of synthesized area [%]
fa+ha+maj: 5 / 0.807
mux: 12 / 1.74
simple gates: 259 / 17.6
buf+inv: 54 / 2.95
xor+xnor: 172 / 19.5
compound gates: 143 / 12.0
flops: 137 / 45.3
[where the power goes]
group | switching (uW) | total, uW | internal, uW
Sequential | 79.7 | 1390 | 1310
Clock | 597 | 1610 | 1020
Combinational | 276 | 511 | 235
[metrics by stage]
step                std cells  hold slack [ns]  instance area (um^2)  util, %
finish                   1035            0.349                  9100     60.1
detailed placement        998            0.335                  8430     55.7
global route             1035            0.366                  9100     60.1
CTS                      1035            0.348                  9100     60.1
floorplan                 782            0.331                  7750        -
global placement          998            0.336                  8430     55.7
[routing by layer]
layer  part of all wire, %  wire length [um]
met1                    46              8120
met2                    47              8250
met3                   4.5               788
met4                   2.3               413
met5                     0                 0
[worst max-delay path, stage by stage]
cell and delay, ns:
clkbuf_16 0.13, clkbuf_16 0.14, o21ai_0 0.21, clkdlybuf4s50_1 0.56
[placed cells by master (no fill, tap or decap), drive strengths merged, types with 8 or more instances in the layout]
cell type        n
o22ai           16
xor2            63
a21oi           66
xnor2          109
clkbuf          28
dfrtp           65
clkdlybuf4s50   50
or2             56
nor2b           11
nor2            97
mux2            12
nor3            12
nand2           22
buf             14
inv             21
nor4             9
o21ai           17
a211o            9
dfstp           67
nand4            8
[area by class of cell]
| cell class | count | area (um^2) |
|---|---|---|
| tap | 188 | 235 |
| timing repair buffer | 59 | 559 |
| inverter | 18 | 67.6 |
| sequential | 137 | 3510 |
| multi-input combinational | 591 | 4010 |
| clock inverter | 9 | 66.3 |
| clock buffer | 33 | 654 |
| fill | 1239 | 6040 |
[worst paths after layout]
path	startpoint	end	slack, ns	cells past startpoint
max in group asynchronous	rst_n	rgmii_inst.data_hi[2]	1.50	1
min in group clk0	mac_tx_inst.tx_busy	mac_tx_inst.tx_busy	0.50	1
max reg2reg	rgmii_inst.rxd_reg[6]	mac_inst.crc_instance.crc_reg[12]	1.55	7
max	clk_125m	rgmii_txd[1]	0.28	4
max in group clk1	rgmii_rxd[2]	rgmii_inst.data_hi[2]	1.06	1
min reg2reg	rgmii_inst.data_lo[1]	rgmii_inst.rxd_reg[1]	0.35	0
min	rgmii_inst.data_lo[1]	rgmii_inst.rxd_reg[1]	0.35	0
min in group asynchronous	rst_n	mac_inst.rx_eof	0.48	1
Power and IR drop assume default switching activity.
